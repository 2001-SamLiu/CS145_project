==> flow/design.v <==
`timescale 1ns / 1ps
module Registers(
    input [25:21] readReg1,
    input [20:16] readReg2,
    input [4:0] writeReg,
    input [31:0] writeData,
    input regWrite,
    output [31:0] readData1,
    output [31:0] readData2,
    input Clk
    );
    reg[31:0] ReadData1=0;
    reg[31:0] ReadData2=0;
    assign readData1=ReadData1;
    assign readData2=ReadData2;
    reg [31:0] regFile[31:0];
    integer i;
    initial begin
    for(i=0;i<32;i=i+1)
    regFile[i]=0;
    end
    always @ ( readReg1 or readReg2)
        begin
        ReadData1=regFile[readReg1];
        ReadData2=regFile[readReg2];
        end
    always @ (negedge Clk)
        begin
        if(regWrite==1)
            begin
            regFile[writeReg]=writeData;
            end
        end
endmodule
==> flow/run.sh <==
#!/bin/bash
# OpenROAD 26Q1-2900-gdf79404cd8, Yosys 0.63+post, stock flow scripts
make -C /OpenROAD-flow-scripts/flow DESIGN_CONFIG=/design/flow/config.mk WORK_HOME=/design/flow/orfs finish
==> flow/config.mk <==
export PLATFORM = sky130hd
export DESIGN_NAME = Registers
export DESIGN_NICKNAME = Registers
export VERILOG_FILES = /design/flow/design.v
export SDC_FILE = /design/flow/constraint.sdc
export NUM_CORES = 4
export LEC_CHECK = 1
export CORE_UTILIZATION = 30
==> flow/constraint.sdc <==
current_design Registers

set clk_period 6.8
set clk_io_pct 0.2

create_clock -name clk0 -period $clk_period [get_ports {Clk}]

set non_clock_inputs [all_inputs -no_clocks]
set_input_delay [expr $clk_period * $clk_io_pct] -clock clk0 $non_clock_inputs
set_output_delay [expr $clk_period * $clk_io_pct] -clock clk0 [all_outputs]
==> results.yml <==
# flow metrics
power:
  powerDensity_mw_per_mm2: 273
  p_total_uw: 17000
  ir_drop_mv: 0.231
  p_leak_uw: 0.0268
routing:
  wire_per_inst_um: 22.6
  drc_errors: 0
  routed_wl_um: 155000
  viasPerCell: 5.05
  drtIter0Drc: 2269
  via_count: 34600
  ant_nets: 0
  first_pass_iters: 6
floorplan:
  chipArea_mm2: 0.164
  die_w_um: 405
  die_height_um: 405
  fp-utilization: 0.303
  ioPinCount: 113
  core_mm2: 0.161
  num_rows: 147
setup_path:
  critPathArrivalTime_ns: 5.55
  cp_num_buf_inv: 2
  end_kind: "output pin"
  crit_path_max_incr_delay_ns: 0.38
  cp_data_required_time_ns: 5.44
  critical-path-top-delay-family: "AND-OR/OR-AND gates"
  critPathLaunch: "regFile[7][17]$_DFFE_NP_"
  start_kind: "flip-flop"
  crit_slowest_cell: "edfxtp_1"
  cp_cell_sequence: "buf_4 -> mux2i_1 -> a22o_1 -> nor3_2 -> a31oi_2 -> nand3_2 -> buf_2"
  path_class: "flip-flop to output pin"
  crit_fanout: 2
cells_and_area:
  largest_reg_flops: 1024
  syn_to_final_growth_pct: 27.9
  postLayoutCellArea_mm2: 0.0624
  drive_above_1_share: 0.140
  n_fill_cell: 14700
yosys:
  topCombFamilyByArea: "multiplexers"
  avgSynthCellArea_um2: 14.4
  yosys_warnings: 1
  synth_area_mm2: 0.0488
  ys_ff: 1024
  mux_area_frac: 0.210
  synth_seq_share: 0.631
  ys_sh_adder: 0
  simple_gate_area_frac: 0.0472
  ys_cells: 3387
  ys_types: 24
  yosys.area_share.aoi: 0.0805
  ys_sh_xor: 0
  ys_area_mm2: 0.0488
  netlist_instances: 3387
timing:
  setup_viol: 19
  relSlewSlack: 0.419
  rsz0062_at_grt: "true"
  tightest_slew_ns: 0.872
  finalWorstSetupSlack_ns: -0.107
  slew_violations: 0
  finalHoldViolations: 0
run:
  openroad.warnings: 1030
  drv_cap: 0
place:
  preCtsSetupSlack_ns: -0.0624
  placed_area_mm2: 0.0540
  portBuffers: 112
  gp_congestion: 0.872
  place_hpwl_um: 90200
hold_path:
  hold_class: "input port to output pin"
  hp-start: "readReg1[22]"
  holdPathStages: 6
  hold_end: "readData1[22]"
run_status:
  violations: "negative setup slack"
  outcome: "complete, but fails checks"
global_routing:
  grt_max_degree: 76
  grt_pass1_vias: 38000
  antenna_found_initial: 4
  grt_pass1_wl_um: 226000
  track_usage: 0.198
  grt_remaining_overflow: 0
clocking:
  htreeDepth: 3
  clockBufferDepth: 3
  cts_made_buffers: 110
  cts-hold-fix-buffers: 0
  clock-sinks: 1024
  clockRootBuffer: "clkbuf_16"
  path_clk_slew_ns: 0.04
  cts_tree: "done"
## metal layers
layer | GRT usage | vias to the layer above | share of wire
met3 | 0.132 | 243 | 0.13
met1 | 0.232 | 16600 | 0.37
met4 | 0.0825 | 8 | 0.029
met5 | 0.00297 | - | 0.00075
li1 | - | 15800 | -
met2 | 0.287 | 1864 | 0.46
## synthesized netlist by cell type (all sizes together)
cell type | n | area, um2
inv | 1 | 3.75
nand2b | 4 | 25.0
nor2b | 4 | 25.0
nand2 | 195 | 732
edfxtp | 1024 | 30700
mux2i | 1024 | 10200
a21oi | 192 | 961
a31oi | 64 | 400
or3 | 1 | 6.26
a22o | 128 | 1120
clkbuf | 77 | 304
nor3 | 64 | 320
and2 | 2 | 12.5
or3b | 3 | 26.3
nand3b | 5 | 37.5
a22oi | 192 | 1440
buf | 176 | 1230
nor2 | 35 | 131
nand3 | 194 | 971
or2 | 2 | 12.5
## power breakdown
group | switching (uW) | leakage, uW | internal (uW)
logic | 870 | 0.0102 | 534
registers | 31.9 | 0.00922 | 7080
clock network | 3960 | 0.00732 | 4560
total | 4860 | 0.0268 | 12200
## logic make-up (layout without fill, tap and decap cells)
| family | Yosys count | after routing |
|---|---|---|
| muxes | 1024 | 1024 |
| DFF | 1024 | 1024 |
| AOI/OAI and AO/OA | 576 | 576 |
| and+or+nand+nor | 509 | 509 |
| buffers and inverters | 254 | 1554 |
| other | 0 | 1 |
## layout by cell type (no fill, tap or decap), types with 2 or more instances in the layout
| cell | count |
|---|---|
| a21oi_1 | 192 |
| a22o_1 | 128 |
| a22oi_1 | 192 |
| a31oi_1 | 33 |
| a31oi_2 | 25 |
| a31oi_4 | 6 |
| and2_4 | 2 |
| buf_12 | 79 |
| buf_2 | 44 |
| buf_4 | 135 |
| buf_6 | 17 |
| buf_8 | 2 |
| bufinv_16 | 20 |
| clkbuf_16 | 113 |
| clkbuf_2 | 5 |
| clkdlybuf4s50_1 | 46 |
| clkinv_4 | 5 |
| clkinvlp_2 | 31 |
| edfxtp_1 | 1024 |
| inv_1 | 1045 |
| inv_4 | 7 |
| inv_6 | 3 |
| mux2i_1 | 1022 |
| mux2i_2 | 2 |
| nand2_1 | 193 |
| nand2_2 | 2 |
| nand2b_2 | 4 |
| nand3_1 | 147 |
| nand3_2 | 32 |
| nand3_4 | 15 |
| nand3b_1 | 5 |
| nor2_4 | 34 |
| nor2b_4 | 4 |
| nor3_1 | 3 |
| nor3_2 | 54 |
| nor3_4 | 7 |
| or2_2 | 2 |
| or3b_2 | 3 |
## stage by stage
stage	TNS (ns)	util	instances	hold WS, ns
after floorplan	-159.40	-	3387	2.98
after CTS	-2.56	0.387	6847	3.63
after global routing	-5.13	0.387	6848	3.67
after global placement	-1.45	0.335	5619	4.04
after detailed placement	-1.50	0.335	5619	4.03
final	-0.649	0.387	6848	3.65
## cell type report
cell class	instances	area (um2)	share of cell area
sequential	1024	30700	0.493
multi-input combinational	2109	17700	0.284
clock inverter	1112	4810	0.0772
timing repair buffer	329	3530	0.0566
clock buffer	113	2830	0.0453
tap	2160	2700	0.0433
antenna	1	2.50	0.0000401
## worst min-delay path, stage by stage
cell	delay, ns
buf_8	0.20
mux2i_1	0.20
nand2_1	0.08
a31oi_2	0.13
nand3_2	0.11
buf_2	0.10
## how the worst max path moves through the flow
stage,to,depth (start not counted),slack (ns)
4_1_cts,readData1[5],7,-0.17
5_1_grt,readData1[5],7,-0.20
6_report,readData2[17],7,-0.11
## what timing repair did
action / CTS / global route
gates resized: 359 / 33
setup endpoints to repair: 64 / 64
pin swaps: 149 / 96
buffers inserted: 4 / 0
Power is estimated from default activity; no workload was simulated.
