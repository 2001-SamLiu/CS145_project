File: flow/design.v
`timescale 1ns / 1ps
module dataMemory(
    input Clk,
    input [31:0] address,
    input [31:0] writeData,
    input memWrite,
    input memRead,
    output [31:0] readData
    );
    reg[31:0] memFile[0:63];
    integer i;
    initial begin
    for(i=0;i<64;i=i+1)
    memFile[i]=0;
    end
    reg[31:0] ReadData=0;
    assign readData=ReadData;
    always@(address)
    begin
    if(memRead==1)
    ReadData=memFile[address];
    end
    always@(negedge Clk)
    begin
    if(memWrite)
    memFile[address]=writeData;
    end
endmodule
File: flow/run.sh
#!/bin/bash
# OpenROAD 26Q1-2900-gdf79404cd8, Yosys 0.63+post, stock flow scripts
make -C /OpenROAD-flow-scripts/flow DESIGN_CONFIG=/design/flow/config.mk WORK_HOME=/design/flow/orfs finish
File: flow/config.mk
export PLATFORM = sky130hd
export DESIGN_NAME = dataMemory
export DESIGN_NICKNAME = dataMemory
export VERILOG_FILES = /design/flow/design.v
export SDC_FILE = /design/flow/constraint.sdc
export NUM_CORES = 4
export LEC_CHECK = 1
export CORE_UTILIZATION = 30
File: flow/constraint.sdc
current_design dataMemory

set clk_period 46.1
set clk_io_pct 0.2

create_clock -name clk0 -period $clk_period [get_ports {Clk}]

set non_clock_inputs [all_inputs -no_clocks]
set_input_delay [expr $clk_period * $clk_io_pct] -clock clk0 $non_clock_inputs
set_output_delay [expr $clk_period * $clk_io_pct] -clock clk0 [all_outputs]
==> results.sh <==
# flow metrics
export IMPL_combGateArea_um2=14900
export IMPL_grt_first_pass_wirelength_um=340000
export IMPL_die_y_um=512
export IMPL_outcome="finished, final reports clean"
export IMPL_drv_slew=0
export IMPL_rsz0062_at_grt="false"
export IMPL_yosys_cells=4369
export IMPL_fp_util=0.303
export IMPL_endpoint_kind="flip-flop"
export IMPL_hold_start="writeData[1]"
export IMPL_antenna_found_initial=25
export IMPL_overflow=0
export IMPL_hold_violations=0
export IMPL_max_slew_margin=0.286
export IMPL_placement_io_buffers=72
export IMPL_layout_top_cells="inv_1, edfxtp_1, a221oi_1"
export IMPL_ys_flop_type="edfxtp_1"
export IMPL_grt_pass1_vias=56500
export IMPL_htree_levels=4
export IMPL_drt_iter0_drc=3393
export IMPL_dieArea_um2=262000
export IMPL_fillers=22700
export IMPL_dr_total_vias=50600
export IMPL_gr_usage_all_layers=0.190
export IMPL_postSynthCellCount=4369
export IMPL_yosysWarnings=1
export IMPL_worstPathRequired_ns=23.46
export IMPL_warnings=1059
export IMPL_die_w_um=512
export IMPL_fp_row_count=186
export IMPL_wl_per_cell_um=23.0
export IMPL_finalPower_mw=4.71
export IMPL_path_cells="buf_8 -> buf_4 -> nor2b_4 -> buf_4 -> nand2_1 -> buf_4 -> nor2_4 -> buf_4"
export IMPL_crit_path_frequent_cell="buf_4"
export IMPL_cts_resized=0
export IMPL_syn_to_final_growth_pct=25.8
export IMPL_ios=99
export IMPL_crit_path_start_kind="primary input"
export IMPL_cts_buffers=208
export IMPL_core_um2=258000
export IMPL_power_density_nw_per_um2=48.1
export IMPL_tns_ns=0
export IMPL_setup_viol=0
export IMPL_cts_tree="built"
export IMPL_edf_count=2048
export IMPL_path_max_fanout=53
export IMPL_drt_vias_per_instance=5.01
export IMPL_post_cts_buffers=0
export IMPL_path_clk_slew_ns=0.03
export IMPL_seqCellArea_um2=62000
export IMPL_drt_pass1_iterations=6
export IMPL_hold_path_class="in -> reg"
export IMPL_untimed_endpoints=64
export IMPL_cp_slowest_cell="buf_4"
export IMPL_unclocked_pins=32
export IMPL_startpoint="address[1]"
export IMPL_worstMarginPinSlew_ns=1.06
export IMPL_dp_hpwl_um=133000
export IMPL_ys_area_um2=77900
export IMPL_cts_buffer_depth=3
export IMPL_layout_top_cell="inv_1"
export IMPL_synth_cell_types=53
export IMPL_path_class="in -> reg"
export IMPL_mappedNetlistArea_um2=77900
export IMPL_drc_errors=0
export IMPL_synthArstFlopShare=0
export IMPL_ir_drop_mv=0.0393
export IMPL_p_leak_nw=38.5
export IMPL_grt_max_degree=121
export IMPL_synth_area_per_cell_um2=17.8
export IMPL_fin_hold_ws_ns=31.72
export IMPL_gp_congestion=0.951
export IMPL_drive_gt1_frac=0.112
export IMPL_cp_arrival_ns=12.53
export IMPL_holdBufCountCts=0
export IMPL_ys_ff=2080
export IMPL_cap_violations=0
export IMPL_max_stage_delay_ns=0.65
export IMPL_clockRootBuffer="clkbuf_16"
export IMPL_ant_nets=0
export IMPL_drt_wl_total_um=233000
==> metal layers <==
metal | track usage | vias up | wire [µm]
met3 | 0.175 | 397 | 41500
met2 | 0.263 | 3061 | 106000
met5 | 0.0141 | - | 433
met4 | 0.0962 | 26 | 9440
met1 | 0.188 | 24300 | 76000
li1 | - | 22800 | -
==> flip-flops by register name, indices dropped and copies added (netlist names) <==
register and cells:
ReadData 32, memFile 2048
==> cell usage after synthesis (11+ instances only) <==
| cell type | count | share of area |
|---|---|---|
| edfxtp_1 | 2048 | 0.79 |
| a22o_1 | 15 | 0.0017 |
| a211oi_1 | 16 | 0.0015 |
| buf_1 | 23 | 0.0011 |
| a221oi_1 | 601 | 0.068 |
| clkbuf_1 | 181 | 0.0087 |
| and4bb_1 | 11 | 0.0018 |
| o22a_1 | 15 | 0.0017 |
| nor3_1 | 45 | 0.0029 |
| o22ai_1 | 168 | 0.013 |
| o21ai_1 | 16 | 0.0010 |
| o21ai_0 | 85 | 0.0055 |
| a21oi_1 | 80 | 0.0051 |
| mux2_1 | 22 | 0.0032 |
| dlxtp_1 | 32 | 0.0062 |
| a21boi_1 | 11 | 0.0011 |
| nor4_1 | 14 | 0.0011 |
| nand4b_1 | 14 | 0.0016 |
| o2111ai_1 | 16 | 0.0018 |
| nand2_1 | 68 | 0.0033 |
| and4_1 | 13 | 0.0015 |
| a22oi_1 | 205 | 0.020 |
| buf_6 | 11 | 0.0016 |
| mux2i_1 | 118 | 0.015 |
| buf_4 | 13 | 0.0013 |
| buf_2 | 124 | 0.0080 |
| mux2_2 | 87 | 0.013 |
| nor2_1 | 235 | 0.011 |
==> layout make-up <==
cell class | count | area share
clock inverters | 2223 | 0.0981
well taps | 3384 | 0.0432
clock buffers | 209 | 0.0533
multi-input cells | 1932 | 0.152
inverters | 4 | 0.000255
diodes | 11 | 0.000281
flip-flops and latches | 2080 | 0.632
repair buffers | 264 | 0.0207
==> final timing paths <==
path,end,slack (ns),depth (start not counted)
min,memFile[2][1],31.72,1
max,memFile[2][13],10.93,8
==> worst max-delay path, delay by kind of cell <==
family / cells / cell delay [ns]
buffers and inverters: 5 / 2.35
and+or+nand+nor: 3 / 0.77
==> report_power, final <==
group	internal (mW)	switching, mW	leakage [nW]
clock	1.25	1.15	14.5
combinational	0.0583	0.172	5.31
sequential	2.08	0.00345	18.7
==> kinds of logic (layout without fill, tap and decap cells) <==
logic type             count (synthesis)  in the layout  share of synthesized area
and+or+nand+nor                      443            443                     0.0271
DFF                                 2048           2048                      0.789
muxes                                238            238                     0.0339
other                                  0             11                          0
latches                               32             32                    0.00616
buffers and inverters                357           2700                     0.0209
AOI/OAI and AO/OA                   1251           1251                      0.123
==> through the flow <==
stage / worst slack, ns / area (µm²) / util / std cells
after floorplan: 10.71 / 77900 / - / 4369
after global placement: 10.19 / 83200 / 0.323 / 7665
after detailed placement: 10.22 / 83200 / 0.323 / 7665
after CTS: 11.04 / 98000 / 0.381 / 10100
after global routing: 10.87 / 98100 / 0.381 / 10100
final: 10.93 / 98100 / 0.381 / 10100
No activity file was given, so power comes from the tool's default toggle rates.
